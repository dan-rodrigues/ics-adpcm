--- design/flow/design.v ---
`default_nettype none
module tracker(
    input clk,
    input reset,
    input stop,
    input [7:0] tempo,
    output reg [3:0] note_1,
    output reg [3:0] note_2,
    output reg [1:0] octave_1,
    output reg [1:0] octave_2,
    output reg playing,
    output reg finished,
    output reg [1:0] key_on,
    output reg [1:0] key_off,
    output reg tempo_tick
);
    reg [23:0] current_cmd;
    wire [4:0] cmd_duration = current_cmd[16:12];
    wire [1:0] cmd_octave_2 = current_cmd[11:10];
    wire [3:0] cmd_note_2 = current_cmd[9:6];
    wire [1:0] cmd_octave_1 = current_cmd[5:4];
    wire [3:0] cmd_note_1 = current_cmd[3:0];
    reg [5:0] track_index;
    reg new_cmd;
    always @(posedge clk) begin
        new_cmd <= 0;
        finished <= 0;
        if (reset) begin
            current_cmd <= 0;
            track_index <= 0;
            finished <= 0;
            playing <= 0;
        end else if (advance_index) begin
            current_cmd <= track[track_index];
            track_index <= track_index + 1;
            new_cmd <= 1;
            playing <= 1;
        end else if (track_end_reached || stopped) begin
            finished <= 1;
            playing <= 0;
        end
    end
    reg advance_index;
    reg track_end_reached;
    reg stopped;
    reg [4:0] duration_counter;
    always @(posedge clk) begin
        advance_index <= 0;
        key_on <= 0;
        key_off <= 0;
        if (reset) begin
            advance_index <= 1;
            duration_counter <= 0;
            track_end_reached <= 0;
            stopped <= 0;
        end else if (stop) begin
            key_off <= 2'b11;
            stopped <= 1;
        end else if (current_cmd[23]) begin
            track_end_reached <= 1;
        end else if (new_cmd) begin
            duration_counter <= cmd_duration;
            note_1 <= cmd_note_1;
            note_2 <= cmd_note_2;
            octave_1 <= cmd_octave_1;
            octave_2 <= cmd_octave_2;
            key_on <= {cmd_note_2 != 4'd15, cmd_note_1 != 4'd15};
        end else if (!finished && !advance_index && tempo_tick) begin
            if (duration_counter > 0) begin
                duration_counter <= duration_counter - 1;
            end else begin
                key_off <= 2'b11;
                advance_index <= 1;
            end
        end
    end
    reg [7:0] tempo_counter;
    always @(posedge clk) begin
        tempo_tick <= 0;
        if (reset) begin
            tempo_tick <= 0;
        end else if (prescaler_tick) begin
            tempo_counter <= tempo_counter + 1;
        end else if (tempo_counter > (255 - tempo)) begin
            tempo_counter <= 0;
            tempo_tick <= 1;
        end
    end
    reg [21:0] prescaler;
    wire prescaler_tick = prescaler[12];
    always @(posedge clk) begin
        if (reset) begin
            prescaler <= 0;
        end else begin
            prescaler <= (prescaler_tick ? 0 : prescaler + 1);
        end
    end
    localparam [23:0] TRACK_END = {24{1'b1}};
    reg [23:0] track [0:63];
    initial begin
        track[0] = cmd_transpose(8, 1, 4'd7, -3);
        track[1] = cmd_transpose(8, 1, 4'd6, -3);
        track[2] = cmd_transpose(8, 1, 4'd5, -3);
        track[3] = cmd_transpose(8, 1, 4'd2, -3);
        track[4] = cmd_rest(8);
        track[5] = cmd_transpose(8, 1, 4'd4, -4);
        track[6] = cmd_rest(8);
        track[7] = cmd_transpose(8, 0, 4'd7, -3);
        track[8] = cmd_transpose(8, 0, 4'd9, -3);
        track[9] = cmd_transpose(8, 1, 4'd0, -3);
        track[10] = cmd_rest(8);
        track[11] = cmd_transpose(8, 0, 4'd9, -3);
        track[12] = cmd_transpose(8, 1, 4'd0, -3);
        track[13] = cmd_transpose(8, 1, 4'd2, -3);
        track[14] = cmd_rest(16);
        track[15] = cmd_transpose(8, 1, 4'd7, -3);
        track[16] = cmd_transpose(8, 1, 4'd6, -3);
        track[17] = cmd_transpose(8, 1, 4'd5, -3);
        track[18] = cmd_transpose(8, 1, 4'd2, -3);
        track[19] = cmd_rest(8);
        track[20] = cmd_transpose(8, 1, 4'd4, -4);
        track[21] = cmd_rest(8);
        track[22] = cmd_transpose(8, 2, 4'd0, -5);
        track[23] = cmd_rest(8);
        track[24] = cmd_transpose(8, 2, 4'd0, -5);
        track[25] = cmd_transpose(8, 2, 4'd0, -5);
        track[26] = cmd_rest(8);
        track[27] = cmd_rest(16);
        track[28] = cmd_rest(16);
        track[29] = cmd_transpose(8, 1, 4'd7, -3);
        track[30] = cmd_transpose(8, 1, 4'd6, -3);
        track[31] = cmd_transpose(8, 1, 4'd5, -3);
        track[32] = cmd_transpose(8, 1, 4'd2, -3);
        track[33] = cmd_rest(8);
        track[34] = cmd_transpose(8, 1, 4'd4, -4);
        track[35] = cmd_rest(8);
        track[36] = cmd_transpose(8, 0, 4'd7, -3);
        track[37] = cmd_transpose(8, 0, 4'd9, -3);
        track[38] = cmd_transpose(8, 1, 4'd0, -3);
        track[39] = cmd_rest(8);
        track[40] = cmd_transpose(8, 0, 4'd9, -3);
        track[41] = cmd_transpose(8, 1, 4'd0, -3);
        track[42] = cmd_transpose(8, 1, 4'd2, -3);
        track[43] = cmd_rest(16);
        track[44] = cmd_transpose(8, 1, 4'd3, -5);
        track[45] = cmd_rest(16);
        track[46] = cmd_transpose(8, 1, 4'd2, -5);
        track[47] = cmd_rest(16);
        track[48] = cmd_transpose(8, 1, 4'd0, -5);
        track[49] = cmd_rest(16);
        track[50] = cmd_rest(16);
        track[51] = cmd_rest(16);
        track[52] = cmd_rest(16);
        track[53] = cmd_rest(16);
        track[54] = TRACK_END;
    end
    function [23:0] cmd_rest;
        input [4:0] duration;
        cmd_rest = cmd(duration, 0, 4'd15, 0, 4'd15);
    endfunction
    function [23:0] cmd_transpose;
        input [4:0] duration;
        input [1:0] octave;
        input [3:0] note;
        input signed [3:0] shift;
        if (shift < 0 && ($signed({1'b0, note}) + shift) < 0) begin
            cmd_transpose = cmd(duration, octave, note, octave - 1, note + shift - 4);
        end else if (shift >= 0 && ($signed({1'b0, note}) + shift >= 12)) begin
            cmd_transpose = cmd(duration, octave, note, octave + 1, note + shift + 4);
        end else begin
            cmd_transpose = cmd(duration, octave, note, octave, note + shift);
        end
    endfunction
    function [23:0] cmd;
        input [4:0] duration;
        input [1:0] octave_2;
        input [3:0] note_2;
        input [1:0] octave_1;
        input [3:0] note_1;
        cmd = {duration, octave_2, note_2, octave_1, note_1};
    endfunction
endmodule
--- design/flow/run.sh ---
#!/bin/bash
# OpenROAD 26Q1-2900-gdf79404cd8, Yosys 0.63+post, stock flow scripts
make -C /OpenROAD-flow-scripts/flow DESIGN_CONFIG=/design/flow/config.mk WORK_HOME=/design/flow/orfs finish
--- design/flow/config.mk ---
export PLATFORM = sky130hd
export DESIGN_NAME = tracker
export DESIGN_NICKNAME = tracker
export VERILOG_FILES = /design/flow/design.v
export SDC_FILE = /design/flow/constraint.sdc
export NUM_CORES = 4
export LEC_CHECK = 1
export CORE_UTILIZATION = 30
--- design/flow/constraint.sdc ---
current_design tracker

set clk_period 3.3
set clk_io_pct 0.2

create_clock -name clk0 -period $clk_period [get_ports {clk}]

set non_clock_inputs [all_inputs -no_clocks]
set_input_delay [expr $clk_period * $clk_io_pct] -clock clk0 $non_clock_inputs
set_output_delay [expr $clk_period * $clk_io_pct] -clock clk0 [all_outputs]
==> summary.txt <==
The layout was made with Yosys and OpenROAD.

The overall fraction of global-route tracks in use is 13.5%. The mapped netlist covers 3820 µm². The post-synthesis async set-or-reset flop share is 0%. The number of buffers on the longest clock path is 2. The tree built by TritonCTS fans out to 68 sinks. The worst setup path is captured at a flop. The clock tree from TritonCTS is built. After floorplanning, the core was divided into 40 placement rows.

The routed length per placed instance is 13.6 µm. Input and output buffers added on the ports amount to 29. The number of fillers in the final layout is 1,235. Per the synth log, the flip-flop and latch total comes to 68. Post-CTS repair changed the size of 0 cells.

The average footprint of a synthesized cell is 8.93 µm². Per the final report, max-transition violations number 0. The total wirelength of the detailed-routed design is 8420 µm.

The last timing report of the flow puts the setup violation total at 0. The number of distinct standard cells referenced by the synthesized netlist is 63. The worst slew margin relative to its limit is 42.5%.

Across all stage logs, warnings added up to 35. Entering global routing, the biggest net connects 52 pins. The number of antenna violations at the first check in global routing is 0.

The starting density of the core is 31.3%. The area of the core is 12,200 µm². The clock reaches the later pin of the worst-skew pair after 0.33 ns. The die is 115 µm wide. Looking at the cell usage after synthesis, the top flip-flop cell is dfxtp_1. Data on the critical path is required at its endpoint by 3.30 ns. The areal power density over the cells is 459 nW/µm².

The number of global-route vias before repair was 2,867. The highest supply drop recorded on VDD is 0.000238 V. In this run the critical register-to-register path is launched from track_index[1]. The yosys stat cell total is 428. By instance count after routing, the leading logic cell types are dfxtp_1, nor2_1, nand2_1. The final hold violation count is 0. The post-layout total power is 0.00207 W.

The vias after detailed routing is 3,099. For this design the top-level I/O count stands at 30. The global route total overflow is 0. The final cell utilization of the core is 37.0%. In the setup report, the worst path falls into the class in -> reg. The area taken by flip-flops and latches is 1560 µm². The static leakage power is 1.62 nW. Yosys mapped a number of flops with a built-in enable equal to 20. Dividing the final minimum period by the clock period gives 76.8%.

The share of the Yosys chip area taken by registers is 40.9%. The pre-antenna-repair detailed-routing pass consisted of 5 iterations. The first-pass GRT wire length is 14,100 µm. The number of warnings issued by yosys is 1. Per the timing report, the most critical flop-to-flop path finishes at current_cmd[9]. The most used logic cell in the final layout is dfxtp_1. Per the OpenROAD floorplan log, the height of the die is 115 µm. After clock tree synthesis, the setup repair step added 0 buffers. The total antenna diodes in the routed design is 0.

The routed layout reports a DRC error count of 0. The path class of the tightest hold or removal check is reg -> reg. Data on the critical path arrives at its endpoint at 2.54 ns.

The number of design-rule violations left by the first detailed-router iteration is 248. The floorplan step defined a die boundary enclosing 13,200 µm². Leaving out buffers and inverters, the combinational logic in the layout accounts for 2050 µm².

The flow ran to the end, and the final reports show no timing, DRC or antenna violations. The post-route netlist has 7.74% of its cells at a drive strength greater than 1. After detailed placement, the design holds a cell count of 604. The detailed placer's ending HPWL is 5830 µm. The Yosys chip area is 3820 µm². At the end of routability-driven placement, the weighted congestion stood at 0.903. The final timing report lists clock skew as 0.00668 ns.

The critical path endpoint is tempo_counter[0]. The highest achievable clock rate is 394 MHz. Setup slack on the worst path after placement came out at 0.412 ns.

In this run, post-CTS hold repair placed 0 buffers. The report shows a maximum critical-path fanout of 8. The pin closest to its max-slew limit shows a slew of 0.861 ns. The total number of H-tree levels is 3. The startpoint kind of the worst setup timing path is a primary input. The number of standard cells after synthesis is 428. For flop-to-flop paths, the worst setup slack is 0.76 ns. The max-cap check violation count is 0. The number of nets with antenna violations after routing is 0. The number of cells traversed by the worst register-to-register path is 7.

The detailed-route vias per instance is 5.00. The smallest clock period supported by the final layout is computed as 2.54 ns. The post-route non-filler standard cell count is 620.

In this run the worst setup path begins at tempo[1]. For reference, the clock transition at the flip-flops on the worst setup and hold paths is 0.06 ns. Per the CTS log, the root buffer master is clkbuf_16. The area growth from synthesis to layout is 18.3%. Across all setup checks in the final design, the least slack found is 0.765 ns. The number of buffers inserted during clock tree synthesis is 9. Setup repair after global routing left no endpoint under its margin. The sum of negative setup slack is 0 ns.
-- logic make-up after synthesis --
| kind of cell | Yosys count | synth area share (%) |
|---|---|---|
| xor+xnor | 20 | 4.58 |
| fa+ha+maj | 24 | 7.86 |
| simple gates | 157 | 20.2 |
| flops | 68 | 40.9 |
| buf+inv | 45 | 5.44 |
| mux | 9 | 2.82 |
| compound gates | 105 | 18.3 |
-- area by class of cell --
cell class	count	share of cell area (%)
Multi-Input combinational cell	315	45.4
Tap cell	168	4.65
Timing Repair Buffer	37	8.03
Clock buffer	9	4.98
Sequential cell	68	34.5
Clock inverter	7	1.08
Inverter	16	1.33
-- per-layer routing --
metal	wire length (µm)	GRT usage, %	share of wire, %
met5	0	0	0
met4	60	1.90	0.71
met3	443	3.11	5.3
met2	3700	20.4	44
met1	4220	20.6	50
-- synthesized netlist by cell type (all sizes together) (2+ instances only) --
cell / n / share of area, %
xnor2: 11 / 2.5
buf: 19 / 2.9
a21oi: 25 / 3.3
mux2i: 4 / 1.0
o311ai: 3 / 0.69
or3: 3 / 0.49
nand3: 19 / 2.5
xor2: 9 / 2.1
and2: 8 / 1.3
o21ai: 29 / 3.8
a32o: 4 / 1.0
dfxtp: 48 / 25
nand2b: 8 / 1.3
ha: 24 / 7.9
nor3: 9 / 1.2
a211oi: 9 / 1.8
inv: 15 / 1.5
a221o: 3 / 0.79
mux2: 4 / 1.2
a41oi: 2 / 0.46
nand2: 37 / 3.7
nand3b: 3 / 0.59
a31oi: 5 / 0.82
nor2: 44 / 4.4
and3: 4 / 0.65
a32oi: 3 / 0.69
nor3b: 5 / 1.1
o211ai: 5 / 0.98
clkbuf: 10 / 0.98
nor2b: 7 / 1.1
edfxtp: 20 / 16
a21boi: 2 / 0.39
nand4: 6 / 0.98
-- registers in the layout (all words and copies together), names as in the netlist, 2 cells and up --
signal / cells
current_cmd: 14
duration_counter: 5
key_on: 2
note_1: 4
note_2: 4
octave_1: 2
octave_2: 2
prescaler: 13
tempo_counter: 8
track_index: 6
-- worst max-delay path, cell delays in order --
cell,delay [ns]
clkdlybuf4s50_1,0.42
ha_1,0.31
nor2b_1,0.13
o211ai_1,0.16
a21oi_1,0.08
a2111oi_0,0.41
o2bb2ai_1,0.36
-- where the power goes --
group	switching (W)	total (W)	internal [W]	leakage (nW)
clock network	0.000367	0.000878	0.000511	0.134
logic	0.000153	0.000270	0.000118	0.921
registers	0.0000314	0.000925	0.000894	0.562
total	0.000551	0.00207	0.00152	1.62
-- worst min path at each step --
stage | start | slack [ns] | cells past startpoint | endpoint
CTS | current_cmd[10] | 0.43 | 0 | octave_2[0]
global route | current_cmd[11] | 0.44 | 0 | octave_2[1]
finish | current_cmd[10] | 0.43 | 0 | octave_2[0]
-- per-stage QoR --
stage	instance area, µm²	hold WS [ns]
floorplan	3820	0.408
global placement	4250	0.413
detailed placement	4250	0.416
CTS	4520	0.429
global route	4520	0.438
finish	4520	0.427
Power figures rest on the tool's default switching activity, not on a simulated workload.
