`./config.mk`:
```
export PLATFORM = sky130hd
export DESIGN_NAME = spi_midi_control
export DESIGN_NICKNAME = spi_midi_control
export VERILOG_FILES = /design/flow/design.v
export SDC_FILE = /design/flow/constraint.sdc
export NUM_CORES = 4
export LEC_CHECK = 1
export CORE_UTILIZATION = 30
```
`./run.sh`:
```
#!/bin/bash
# OpenROAD 26Q1-2900-gdf79404cd8, Yosys 0.63+post, stock flow scripts
make -C /OpenROAD-flow-scripts/flow DESIGN_CONFIG=/design/flow/config.mk WORK_HOME=/design/flow/orfs finish
```
`./constraint.sdc`:
```
current_design spi_midi_control

set clk_period 4.1
set clk_io_pct 0.2

create_clock -name clk0 -period $clk_period [get_ports {clk}]

set non_clock_inputs [all_inputs -no_clocks]
set_input_delay [expr $clk_period * $clk_io_pct] -clock clk0 $non_clock_inputs
set_output_delay [expr $clk_period * $clk_io_pct] -clock clk0 [all_outputs]
```
`./design.v`:
```
module midi_decoder #(
    parameter [3:0] CHANNELS = 3,
    parameter [6:0] MIDI_NOTE_BASE = 7'h00
) (
    input clk,
    input reset,
    input [23:0] midi_in,
    input input_valid,
    output reg [CHANNELS - 1:0] key_on,
    output reg [CHANNELS - 1:0] key_off,
    output reg [3:0] note,
    output reg [1:0] octave,
    output reg output_valid
);
    reg [23:0] midi_in_r;
    always @(posedge clk) begin
        if (input_valid) begin
            midi_in_r <= midi_in;
        end
    end
    wire [7:0] midi_status = midi_in_r[7:0];
    wire [3:0] midi_status_channel = midi_status[3:0];
    wire [3:0] midi_status_command = midi_status[7:4];
    wire [7:0] midi_offset_note = midi_in[15:8] - MIDI_NOTE_BASE;
    reg octave_adjusting;
    reg [7:0] raw_note;
    always @(posedge clk) begin
        if (reset) begin
            output_valid <= 0;
            octave_adjusting <= 0;
        end else begin
            output_valid <= 0;
            if (octave_adjusting) begin
                if (raw_note >= 12) begin
                    raw_note <= raw_note - 12;
                    octave <= octave + 1;
                end else begin
                    note <= raw_note[3:0];
                    octave_adjusting <= 0;
                    output_valid <= 1;
                end
            end else if (input_valid) begin
                raw_note <= midi_offset_note;
                octave_adjusting <= 1;
                octave <= 0;
            end
        end
    end
    reg [1:0] midi_msg;
    localparam [1:0]
        MSG_NOTE_ON = 0,
        MSG_NOTE_OFF = 1,
        MSG_UNKNOWN = 2;
    always @* begin
        case (midi_status_command)
            4'b1001:
                midi_msg = MSG_NOTE_ON;
            4'b1000:
                midi_msg = MSG_NOTE_OFF;
            default:
                midi_msg = MSG_UNKNOWN;
        endcase
    end
    wire [CHANNELS - 1:0] key_mask = 1 << midi_status_channel;
    always @(posedge clk) begin
        if (reset || input_valid) begin
            key_on <= 0;
            key_off <= 0;
        end else begin
            case (midi_msg)
                MSG_NOTE_ON:
                    key_on <= key_mask;
                MSG_NOTE_OFF:
                    key_off <= key_mask;
            endcase
        end
    end
endmodule
module midi_encoder #(
    parameter [3:0] CHANNELS = 3,
    parameter [6:0] MIDI_NOTE_BASE = 7'h00,
    parameter [6:0] MIDI_VELOCITY = 7'h40
) (
    input clk,
    input reset,
    input note_on,
    input [3:0] note,
    input [1:0] octave,
    input [3:0] channel,
    input input_valid,
    output reg [23:0] midi_out,
    output reg output_valid,
);
    reg note_on_r;
    reg [3:0] note_r;
    reg [1:0] octave_r;
    reg [3:0] channel_r;
    reg output_valid_d;
    always @(posedge clk) begin
        note_on_r <= note_on;
        note_r <= note;
        octave_r <= octave;
        channel_r <= channel;
    end
    always @(posedge clk) begin
        if (reset) begin
            output_valid <= 0;
            output_valid_d <= 0;
        end else begin
            midi_out <= midi_encoded;
            output_valid_d <= input_valid;
            output_valid <= output_valid_d;
        end
    end
    wire [3:0] midi_command = note_on_r ? 4'b1001 : 4'b1000;
    wire [7:0] midi_status = {
        midi_command, channel_r
    };
    wire [7:0] midi_note = octave_r * 12 + note_r + MIDI_NOTE_BASE;
    wire [7:0] midi_velocity = {1'b0, MIDI_VELOCITY};
    wire [23:0] midi_encoded = {
        midi_velocity, midi_note, midi_status
    };
endmodule
module midi_status_input_buffer #(
    parameter [3:0] CHANNELS = 3
) (
    input clk,
    input reset,
    input note_on,
    input [3:0] note_in,
    input [1:0] octave_in,
    input [3:0] channel_in,
    input [CHANNELS - 1:0] note_off,
    output reg note_on_out,
    output reg [3:0] note_out,
    output reg [1:0] octave_out,
    output reg [3:0] channel_out,
    output reg output_valid,
    input output_ack
);
    reg [CHANNELS - 1:0] channels_pending;
    reg [3:0] note_mem [0:CHANNELS - 1];
    reg [1:0] octave_mem [0:CHANNELS - 1];
    reg [CHANNELS - 1:0] note_on_mem;
    reg awaiting_ack;
    always @(posedge clk) begin
        if (reset) begin
            output_valid <= 0;
            channels_pending <= 0;
            awaiting_ack <= 0;
        end else begin
            if (|note_off) begin
                note_on_mem <= note_on_mem & ~note_off;
                channels_pending <= channels_pending | note_off;
            end
            if (note_on) begin
                note_mem[channel_in] <= note_in;
                note_on_mem[channel_in] <= 1;
                octave_mem[channel_in] <= octave_in;
                channels_pending[channel_in] <= 1;
            end
            output_valid <= 0;
            if (awaiting_ack && output_ack) begin
                awaiting_ack <= 0;
            end else if (!awaiting_ack && |channels_pending) begin
                channel_out <= next_queued_channel;
                note_out <= note_mem[next_queued_channel];
                note_on_out <= note_on_mem[next_queued_channel];
                octave_out <= octave_mem[next_queued_channel];
                channels_pending[next_queued_channel] <= 0;
                awaiting_ack <= 1;
                output_valid <= 1;
            end
        end
    end
    reg [3:0] next_queued_channel;
    integer i;
    always @* begin
        next_queued_channel = 0;
        for (i = CHANNELS - 1; i >= 0; i = i - 1) begin
            if (channels_pending[i]) begin
                next_queued_channel = i;
            end
        end
    end
endmodule
`default_nettype none
module spi_midi_control #(
    parameter [3:0] CHANNELS = 3,
    parameter [6:0] MIDI_NOTE_BASE = 7'h3c
) (
    input clk,
    input reset,
    input spi_csn,
    input spi_clk,
    input spi_mosi,
    output spi_miso,
    input spi_write_en,
    output reg read_needed,
    input [3:0] status_note,
    input [1:0] status_octave,
    input [3:0] status_channel,
    input status_note_on,
    input [CHANNELS - 1:0] status_note_off,
    output reg [CHANNELS - 1:0] key_on,
    output reg [CHANNELS - 1:0] key_off,
    output reg [3:0] note,
    output reg [1:0] octave
);
    localparam MAX_RX_LENGTH = 24;
    reg spi_clk_r;
    reg spi_csn_r;
    reg [MAX_RX_LENGTH - 1:0] send_buffer;
    reg [MAX_RX_LENGTH - 1:0] receive_buffer;
    reg midi_input_valid;
    reg [23:0] midi_status_encoded_r;
    reg midi_output_sent;
    assign spi_miso = send_buffer[0];
    wire spi_csn_rose = spi_csn && !spi_csn_r;
    wire spi_csn_fell = !spi_csn && spi_csn_r;
    wire spi_clk_rose = spi_clk && !spi_clk_r;
    always @(posedge clk) begin
        if (reset) begin
            spi_clk_r <= 0;
            spi_csn_r <= 1;
            read_needed <= 0;
            midi_input_valid <= 0;
            midi_output_sent <= 0;
        end else begin
            spi_clk_r <= spi_clk;
            spi_csn_r <= spi_csn;
            midi_input_valid <= 0;
            midi_output_sent <= 0;
            if (midi_status_valid) begin
                read_needed <= 1;
                midi_status_encoded_r <= midi_status_encoded;
            end
            if (spi_csn_fell) begin
                send_buffer <= midi_status_encoded_r;
                if (!spi_write_en) begin
                    read_needed <= 0;
                end
            end else if (!spi_csn && spi_clk_rose) begin
                send_buffer <= send_buffer >> 1;
                receive_buffer <= {spi_mosi, receive_buffer[MAX_RX_LENGTH - 1:1]};
            end
            if (spi_csn_rose) begin
                if (spi_write_en) begin
                    midi_input_valid <= 1;
                end else begin
                    midi_output_sent <= 1;
                end
            end
        end
    end
    always @(posedge clk) begin
        if (reset || !midi_output_valid) begin
            key_on <= 0;
            key_off <= 0;
        end else begin
            key_on <= decoded_key_on;
            key_off <= decoded_key_off;
            note <= decoded_note;
            octave <= decoded_octave;
        end
    end
    wire [CHANNELS - 1:0] decoded_key_on;
    wire [CHANNELS - 1:0] decoded_key_off;
    wire [3:0] decoded_note;
    wire [1:0] decoded_octave;
    wire midi_output_valid;
    midi_decoder #(
        .CHANNELS(CHANNELS),
        .MIDI_NOTE_BASE(MIDI_NOTE_BASE)
    ) midi_decoder (
        .clk(clk),
        .reset(reset),
        .midi_in(receive_buffer),
        .input_valid(midi_input_valid),
        .key_on(decoded_key_on),
        .key_off(decoded_key_off),
        .note(decoded_note),
        .octave(decoded_octave),
        .output_valid(midi_output_valid)
    );
    wire note_on_to_encode;
    wire [3:0] note_to_encode;
    wire [1:0] octave_to_encode;
    wire [3:0] channel_to_encode;
    wire status_buffer_output_valid;
    midi_status_input_buffer #(
        .CHANNELS(CHANNELS)
    ) midi_status_input_buffer (
        .clk(clk),
        .reset(reset),
        .note_on(status_note_on),
        .note_in(status_note),
        .octave_in(status_octave),
        .channel_in(status_channel),
        .note_off(status_note_off),
        .note_on_out(note_on_to_encode),
        .note_out(note_to_encode),
        .octave_out(octave_to_encode),
        .channel_out(channel_to_encode),
        .output_valid(status_buffer_output_valid),
        .output_ack(midi_output_sent)
    );
    wire [23:0] midi_status_encoded;
    wire midi_status_valid;
    midi_encoder #(
        .CHANNELS(CHANNELS),
        .MIDI_NOTE_BASE(MIDI_NOTE_BASE)
    ) midi_encoder (
        .clk(clk),
        .reset(reset),
        .note_on(note_on_to_encode),
        .note(note_to_encode),
        .octave(octave_to_encode),
        .channel(channel_to_encode),
        .input_valid(status_buffer_output_valid),
        .midi_out(midi_status_encoded),
        .output_valid(midi_status_valid)
    );
endmodule
```
==> insert_results.sql <==
-- load yosys + openroad results
INSERT INTO impl_metrics (metric_group, metric, value, unit) VALUES
('outcome', 'status', 'finished clean', ''),
('power_and_ir_drop', 'sw_frac_of_total', '19.0', '%'),
('sta', 'finalSetupTns', '0', 'ns'),
('clocking', 'h_tree_levels', '4', ''),
('setup_path', 'critical_path.reg2reg.endpoint', 'midi_encoder.midi_out[13]', ''),
('yosys', 'yosysCellCount', '356', ''),
('hold_path', 'min-delay-path-class', 'reg -> reg', ''),
('setup_path', 'critPathSlowestCell', 'sky130_fd_sc_hd__clkdlybuf4s50_1', ''),
('global_routing', 'grtUsageTotal', '8.98', '%'),
('global_routing', 'grt_start_max_net_pins', '25', ''),
('sta', 'transition_at_the_pin_with_the_smallest_max_transition_slack', '0.896', 'ns'),
('power_and_ir_drop', 'proportion_of_power_drawn_by_flip_flops_and_latches', '52.8', '%'),
('global_routing', 'grt_first_pass_wirelength', '13.6', 'mm'),
('finish', 'final_layout_size_suffix_gt1_share', '13.2', '%'),
('power_and_ir_drop', 'irDropWorstVdd', '243', 'uV'),
('power_and_ir_drop', 'power.combinational.fraction', '4.6', '%'),
('yosys', 'synthesis.area', '0.00589', 'mm^2'),
('finish', 'layout.cell_area.non_filler', '0.00714', 'mm^2'),
('yosys', 'synthesis.area_per_instance', '16.6', 'um^2'),
('finish', 'area_growth_syn_to_layout', '21.2', '%'),
('setup_path', 'reg2reg_slack', '2.16', 'ns'),
('setup_path', 'timing.critical_path.slowest_cell_delay', '0.49', 'ns'),
('placement', 'dpl-instance-area', '0.00656', 'mm^2'),
('hold_path', 'whs_path_depth', '0', ''),
('setup_path', 'crit_path_frequent_cell', 'sky130_fd_sc_hd__buf_4', ''),
('global_routing', 'globalRouteOverflowTotal', '0', ''),
('routing', 'drt-wirelength-per-cell', '11.6', 'um'),
('placement', 'routabilityCongestion', '0.772', ''),
('clocking', 'cts.clk_slew.worst_paths', '0.06', 'ns'),
('setup_path', 'crit_type', 'in -> reg', ''),
('sta', 'setup_violations', '0', ''),
('clocking', 'buffers_inserted_by_post_cts_timing_repair', '0', ''),
('setup_path', 'crit_path_max_fanout', '24', ''),
('sta', 'finalHoldViolations', '0', ''),
('routing', 'antenna_diode_count', '0', ''),
('finish', 'layout_top_cells', 'sky130_fd_sc_hd__edfxtp_1, sky130_fd_sc_hd__dfxtp_1, sky130_fd_sc_hd__clkdlybuf4s50_1', ''),
('global_routing', 'grt_antenna_before_repair', '0', ''),
('finish', 'lay_top_count', 'sky130_fd_sc_hd__edfxtp_1', ''),
('routing', 'detail_route.vias_per_cell', '4.13', ''),
('clocking', 'cts_max_path_buffers', '2', ''),
('floorplanning', 'die.size.x', '142', 'um'),
('finish', 'finish.utilization', '37.7', '%'),
('placement', 'dpl.hpwl', '5.11', 'mm'),
('run', 'tool_warnings', '29', ''),
('sta', 'final_count_of_pins_violating_max_slew', '0', ''),
('setup_path', 'critical_path.startpoint_type', 'input port', ''),
('setup_path', 'worst_ep_arrival_time', '2.45', 'ns'),
('yosys', 'async_set_or_reset_register_ratio_after_synthesis', '0', '%'),
('routing', 'firstDrtPassIters', '4', ''),
('sta', 'fin_hold_ws', '0.338', 'ns'),
('power_and_ir_drop', 'p_sw', '676', 'uW'),
('sta', 'skew', '0.00568', 'ns'),
('clocking', 'cts_tree', 'built', ''),
('run', 'max-cap-violations', '0', ''),
('yosys', 'ys_chip_area', '0.00589', 'mm^2'),
('power_and_ir_drop', 'pwr-share-clk', '42.6', '%'),
('floorplanning', 'top_level_ports', '34', ''),
('power_and_ir_drop', 'cellPowerDensity', '498', 'mW/mm^2'),
('clocking', 'tritoncts_num_sinks', '162', ''),
('setup_path', 'crit_end_category', 'register', ''),
('hold_path', 'timing.hold.worst_endpoint', 'midi_encoder.octave_r[1]', ''),
('routing', 'routed-via-count', '2793', ''),
('routing', 'final_antenna_net_count', '0', ''),
('setup_path', 'cp_cell_sequence', 'clkdlybuf4s50_1, buf_4, or2_2, nor4b_4, buf_4', ''),
('floorplanning', 'row_count', '50', ''),
('setup_path', 'crit_buf_inv', '3', ''),
('setup_path', 'r2r-start', 'midi_encoder.octave_r[1]', ''),
('clocking', 'cts_buffers', '17', ''),
('setup_path', 'worst_r2r_path_depth', '5', ''),
('power_and_ir_drop', 'internal_power', '2.88', 'mW'),
('yosys', 'yosys_warnings', '4', '');
## synth_stat cells, types with 3 or more instances
| cell type | n | area, um^2 |
|---|---|---|
| sky130_fd_sc_hd__xnor2_1 | 7 | 61.3 |
| sky130_fd_sc_hd__and2_1 | 12 | 75.1 |
| sky130_fd_sc_hd__a21oi_1 | 5 | 25.0 |
| sky130_fd_sc_hd__nor4b_1 | 5 | 43.8 |
| sky130_fd_sc_hd__edfxtp_1 | 127 | 3810 |
| sky130_fd_sc_hd__nand2_1 | 8 | 30.0 |
| sky130_fd_sc_hd__xor2_1 | 5 | 43.8 |
| sky130_fd_sc_hd__clkbuf_1 | 5 | 18.8 |
| sky130_fd_sc_hd__o21ai_0 | 12 | 60.1 |
| sky130_fd_sc_hd__nor2b_1 | 22 | 138 |
| sky130_fd_sc_hd__mux2_2 | 12 | 135 |
| sky130_fd_sc_hd__nor3_1 | 7 | 35.0 |
| sky130_fd_sc_hd__nor2_1 | 19 | 71.3 |
| sky130_fd_sc_hd__inv_1 | 17 | 63.8 |
| sky130_fd_sc_hd__or2_2 | 3 | 18.8 |
| sky130_fd_sc_hd__ha_1 | 11 | 138 |
| sky130_fd_sc_hd__dfxtp_1 | 35 | 701 |
| sky130_fd_sc_hd__mux2i_1 | 13 | 130 |
| sky130_fd_sc_hd__buf_2 | 5 | 25.0 |
| sky130_fd_sc_hd__nand3_1 | 3 | 15.0 |
## routing by layer
layer,wire length (um),vias up,track usage (%)
met5,0,-,0
met4,81,0,1.13
met3,522,5,3.98
met2,3420,62,12.5
met1,3840,1333,14.1
li1,-,1393,-
## sequential cells by signal (all words and copies together), names as in the netlist, 3 cells and up
signal and count:
receive_buffer 24, send_buffer 22, midi_status_input_buffer.note_mem 12, midi_encoder.midi_out 11, midi_status_encoded_r 11, midi_decoder.midi_in_r 8, midi_decoder.raw_note 8, midi_status_input_buffer.octave_mem 6
midi_decoder.note 4, midi_encoder.note_r 4, midi_status_input_buffer.note_out 4, note 4, key_off 3, key_on 3, midi_decoder.key_off 3, midi_decoder.key_on 3
midi_status_input_buffer.channels_pending 3, midi_status_input_buffer.note_on_mem 3
## metrics by stage
step | total power, mW | std cells
2_1_floorplan | 2.01 | 356
3_3_place_gp | 2.07 | 645
3_5_place_dp | 2.08 | 645
4_1_cts | 3.60 | 677
5_1_grt | 3.71 | 677
6_report | 3.55 | 677
## power by group through the flow
stage,clock network (mW),registers [mW],logic [mW]
5_1_grt,1.64,1.88,0.185
6_report,1.51,1.88,0.163
4_1_cts,1.56,1.88,0.165
## logic make-up after synthesis
| logic type | Yosys count | share of synthesized area, % |
|---|---|---|
| compound gates | 27 | 3.06 |
| xor+xnor | 12 | 1.78 |
| fa+ha+maj | 13 | 3.02 |
| buf+inv | 28 | 1.95 |
| flops | 162 | 76.6 |
| mux | 25 | 4.50 |
| simple gates | 89 | 9.07 |
## worst max-delay path by stage
stage / end / slack [ns] / cells past startpoint / start
finish: receive_buffer[10] / 1.73 / 5 / reset
global route: receive_buffer[20] / 1.63 / 5 / reset
CTS: receive_buffer[22] / 1.74 / 5 / reset
## area by class of cell
cell class                      count  area [um^2]  share of cell area, %
Timing Repair Buffer               40          383                   5.36
Clock buffer                       20          437                   6.12
Inverter                           17         63.8                  0.894
Multi-Input combinational cell    166         1280                   17.9
Clock inverter                     12          139                   1.95
Sequential cell                   162         4510                   63.2
Tap cell                          260          325                   4.56
Power is estimated from default activity; no workload was simulated.
